==> design.v <==
module apb_s (
    input        pclk,        
    input        presetn,     
    input [31:0] paddr,       
    input        psel,        
    input        penable,     
    input  [7:0] pwdata,      
    input        pwrite,      
    output reg  [7:0] prdata,    
    output reg        pready,    
    output            pslverr    
);
  localparam [1:0] idle = 0, write = 1, read = 2;
  reg [7:0] mem[16];
  reg [1:0] state, nstate;
  bit addr_err, addv_err, data_err;
  always @(posedge pclk, negedge presetn) begin
    if (!presetn)
      state <= idle;        
    else
      state <= nstate;      
  end
  always @(*) begin
    case (state)
      idle: begin
        prdata = 8'h00;      
        pready = 1'b0;       
        if (psel && pwrite)
          nstate = write;
        else if (psel && !pwrite)
          nstate = read;
        else
          nstate = idle;
      end
      write: begin
        if (psel && penable) begin   
          if (!addr_err && !addv_err && !data_err) begin
            pready = 1'b1;
            mem[paddr] = pwdata;     
            nstate = idle;
          end else begin
            pready = 1'b1;           
            nstate = idle;
          end
        end
      end
      read: begin
        if (psel && penable) begin   
          if (!addr_err && !addv_err && !data_err) begin
            pready = 1'b1;
            prdata = mem[paddr];     
            nstate = idle;
          end else begin
            pready = 1'b1;
            prdata = 8'h00;          
            nstate = idle;
          end
        end
      end
      default: begin
        nstate = idle;
        prdata = 8'h00;
        pready = 1'b0;
      end
    endcase
  end
  reg av_t = 0;
  always @(*) begin
    if (paddr >= 0)
      av_t = 1'b0;       
    else
      av_t = 1'b1;       
  end
  reg dv_t = 0;
  always @(*) begin
    if (pwdata >= 0)
      dv_t = 1'b0;       
    else
      dv_t = 1'b1;       
  end
  assign addr_err = ((nstate == write || nstate == read) && (paddr > 15)) ? 1'b1 : 1'b0;
  assign addv_err = (nstate == write || nstate == read) ? av_t : 1'b0;
  assign data_err = (nstate == write || nstate == read) ? dv_t : 1'b0;
  assign pslverr = (psel && penable) ? (addv_err || addr_err || data_err) : 1'b0;
endmodule
==> run.sh <==
#!/bin/bash
# OpenROAD 26Q1-2900-gdf79404cd8, Yosys 0.63+post, stock flow scripts
make -C /OpenROAD-flow-scripts/flow DESIGN_CONFIG=/design/flow/config.mk WORK_HOME=/design/flow/orfs finish
==> config.mk <==
export PLATFORM = sky130hd
export DESIGN_NAME = apb_s
export DESIGN_NICKNAME = apb_s
export VERILOG_FILES = /design/flow/design.v
export SDC_FILE = /design/flow/constraint.sdc
export NUM_CORES = 4
export LEC_CHECK = 1
export CORE_UTILIZATION = 50
==> constraint.sdc <==
current_design apb_s

set clk_period 5.7
set clk_io_pct 0.2

create_clock -name clk0 -period $clk_period [get_ports {pclk}]

set non_clock_inputs [all_inputs -no_clocks]
set_input_delay [expr $clk_period * $clk_io_pct] -clock clk0 $non_clock_inputs
set_output_delay [expr $clk_period * $clk_io_pct] -clock clk0 [all_outputs]
==> Slide: Implementation Results <==
Key Metrics from the Run

Outcome
  – Outcome: complete, no violations

Finish
  – Register area: 2140 um^2
  – Layout filler cell count: 617
  – Share of cells above drive strength 1: 7.52%
  – Area delta synth->final: 13.8%
  – Logic area: 1440 um^2
  – Post-route cell area: 4350 um^2

Global routing
  – Largest net degree at the start of global routing: 53
  – Vias in the first global route: 2596
  – Total congestion overflow: 0
  – Overall Global Routing Usage: 27.0%
  – Antenna violations before repair: 0
  – First-pass GRT wire length: 15.0 mm

Yosys
  – Xor+xnor area frac: 0.229%
  – YS chip area: 3820 um^2
  – Post-Synthesis Cells: 373
  – Synth async-reset ratio: 1.42%
  – Yosys adder share: 0.982%
  – Simple share: 13.8%
  – Post-synth cell types: 57
  – Mapped Area: 3820 um^2
  – Post-Synth AOI/OAI Area: 13.9%
  – Ys Warns: 2
  – Synth mux share: 8.87%
  – Ys flops: 141
  – Number of enable flip-flop cells: 0
  – Yosys cell count: 373
  – Main logic family after synthesis: AND-OR/OR-AND gates
  – Syn avg cell area: 10.3 um^2
  – Ys flop type: dlxtn_1

Route
  – Drt initial violations: 153
  – Post-route antenna net violation count: 0
  – DRT Pass-1 Iters: 6
  – Total number of vias: 2919
  – DRC violations left: 0
  – Routed len/inst: 19.6 um
  – Routed vias/inst: 5.71
  – ANT cells: 0
  – Final wirelength: 10.0 mm

Worst setup path
  – CP startpoint: paddr[24]
  – Setup CP Type: in2out
  – Worst Setup End Kind: output pin
  – Crit-path max FO: 4
  – CP startpoint kind: input pin
  – WP data arrival: 2.69 ns
  – Worst path required time: 4.56 ns

Placed design
  – DP Worst Slack: 1.87 ns
  – Placed cell area: 4310 um^2
  – DPL Wire Length: 6.77 mm
  – Gp weighted congestion: 0.877
  – Port Buffers: 54

Clock network
  – CTS tree: yes
  – Post-CTS Hold Fix Bufs: 0
  – Root Buffer: clkbuf_8
  – Clock buffer depth: 2
  – H-tree levels: 1
  – PostCTS Resize Cnt: 0
  – Num CTS Buffers: 3
  – Post-CTS Setup Inserts: 0
  – Clock slew at reported path FFs: 0.03 ns

Floorplan
  – Row count: 31
  – Chip width: 89.5 um
  – Die Height: 89.5 um
  – Die ar.: 8000 um^2
  – CORE AREA: 7330 um^2
  – Ports: 55
  – Initial cell density of the core: 52.2%

Pwr
  – Switching Power: 0.0000917 W
  – Lkg Pwr: 1.93 nW
  – VDD IR-drop max: 0.0451 mV
  – Power share of the combinational group: 50.2%
  – Clk network pwr share: 19.4%
  – Net Sw Frac: 33.0%
  – Power per cell area: 63.9 nW/um^2
  – Internal power component: 0.000186 W
  – Seq pwr share: 30.4%
  – Total power: 0.000278 W

Final timing
  – Unrepaired setup endpoints after global routing: no
  – Final period demand of the worst path: 3.83 ns
  – Fin. max-slew vios: 0
  – Endpoints failing setup: 0
  – Peak Freq: 0.261 GHz
  – Endpoints left unconstrained: 150
  – Worst Tran Pin Value: 0.642 ns
  – Final worst-path cycle share: 67.2%
  – Final Hold Fails: 0
  – Count of unclocked register or latch pins: 139
  – Setup Total Neg Slack: 0 ns
  – Slew headroom: 57.1%
  – PnR worst setup slack: 1.87 ns

Min path
  – Hold Path Class: in2async

Run
  – Max_cap viols: 0
  – Total tool warning count: 28
placed cells by master (no fill, tap or decap), types with 8 or more instances in the layout:
cell type,synthesis,routed
nand3_1,21,21
dlxtn_1,139,139
mux2i_1,14,14
o21ai_0,9,9
nand2_1,23,23
mux2_2,10,10
a22o_1,10,10
nor2_1,8,8
a22oi_1,12,12
a21oi_1,11,11
inv_1,9,9
nor2b_1,10,10
clkdlybuf4s50_1,0,53
flip-flops by register name, indices dropped and copies added, names as in the netlist:
signal  count
prdata      8
state       2
pready      1
nstate      2
mem       128
layout make-up:
| class | instances | share of cell area [%] |
|---|---|---|
| sequential | 141 | 49.1 |
| timing repair buffer | 59 | 13.2 |
| tap | 99 | 2.85 |
| multi-input combinational | 200 | 33.2 |
| inverter | 9 | 0.776 |
| clock buffer | 3 | 0.949 |
Yosys cell counts (2+ instances only):
| cell | count | area (um^2) |
|---|---|---|
| dlxtn_1 | 139 | 2090 |
| nand2_1 | 23 | 86.3 |
| nand3_1 | 21 | 105 |
| mux2i_1 | 14 | 140 |
| a22oi_1 | 12 | 90.1 |
| a21oi_1 | 11 | 55.1 |
| a22o_1 | 10 | 87.6 |
| mux2_2 | 10 | 113 |
| nor2b_1 | 10 | 62.6 |
| inv_1 | 9 | 33.8 |
| o21ai_0 | 9 | 45.0 |
| buf_6 | 8 | 90.1 |
| nor2_1 | 8 | 30.0 |
| buf_2 | 7 | 35.0 |
| nand4_1 | 7 | 43.8 |
| nor4_1 | 7 | 43.8 |
| and2b_1 | 5 | 37.5 |
| o22ai_1 | 5 | 31.3 |
| a221oi_1 | 3 | 26.3 |
| buf_4 | 3 | 22.5 |
| ha_1 | 3 | 37.5 |
| nor3_1 | 3 | 15.0 |
| o221a_2 | 3 | 33.8 |
| a211oi_1 | 2 | 15.0 |
| and3_1 | 2 | 12.5 |
| buf_12 | 2 | 40.0 |
| clkbuf_1 | 2 | 7.51 |
| dfrtp_1 | 2 | 50.1 |
| mux4_1 | 2 | 52.6 |
| o211ai_1 | 2 | 15.0 |
| o221ai_1 | 2 | 17.5 |
| or2_2 | 2 | 12.5 |
worst paths after layout:
path                            end  slack (ns)
min in group clk0           pslverr        3.22
worst min-delay path       state[1]        1.10
max in group asynchronous  state[0]        4.48
worst max-delay path        pslverr        1.87
layer usage:
layer  vias up  part of all wire (%)  wire [um]  global-route usage (%)
met1      1380                    45       4530                    43.4
met4         0                  0.97         97                    4.47
li1       1411                     -          -                       -
met5         -                     0          0                       0
met3        10                   7.5        752                    5.43
met2       118                    46       4620                    40.1
metrics by stage:
stage / util [%] / hold WS, ns / instances
floorplan: - / 0.844 / 373
global placement: 58.8 / 1.31 / 508
detailed placement: 58.8 / 1.31 / 508
CTS: 59.4 / 1.10 / 511
global route: 59.4 / 1.10 / 511
finish: 59.4 / 1.10 / 511
kinds of logic after synthesis:
family / count (synthesis)
latches: 139
DFF: 2
xor gates and xnor gates: 1
and+or+nand+nor: 97
AOI/OAI and AO/OA: 71
buffers and inverters: 32
muxes: 28
adders and majority gates: 3
critical path, stage by stage:
cell	delay (ns)
clkdlybuf4s50_1	0.39
nor4_1	0.30
nand4_1	0.18
o21ai_2	0.21
nor2_1	0.07
clkdlybuf4s50_1	0.40
power by group through the flow:
stage	logic, W	clock network, W	registers (W)
6_report	0.000140	0.0000540	0.0000844
5_1_grt	0.000152	0.0000584	0.0000897
4_1_cts	0.000140	0.0000560	0.0000847
No activity file was given, so power comes from the tool's default toggle rates.
